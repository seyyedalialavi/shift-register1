## /design/flow/constraint.sdc

```tcl
current_design ALU

set clk_period 52.4
set clk_io_pct 0.2

create_clock -name clk0 -period $clk_period

set non_clock_inputs [all_inputs -no_clocks]
set_input_delay [expr $clk_period * $clk_io_pct] -clock clk0 $non_clock_inputs
set_output_delay [expr $clk_period * $clk_io_pct] -clock clk0 [all_outputs]
```

## /design/flow/design.v

```verilog
module ALU(input [63:0]Input1,Input2,input[3:0]ALUControlInput,output reg [63:0]ALUResult,output reg zero);
  always@(*)begin
    case (ALUControlInput)
      4'b0010:ALUResult=Input1+Input2;
      4'b0110:ALUResult=Input1-Input2;
      4'b0000:ALUResult=Input1 & Input2;
      4'b0001:ALUResult=Input1 | Input2;
      default:ALUResult=64'hxxxxxxxxxxxxxxxx;
    endcase
    if(ALUResult==0)zero=1;
    else zero=0;
  end
endmodule
```

## /design/flow/config.mk

```make
export PLATFORM = sky130hd
export DESIGN_NAME = ALU
export DESIGN_NICKNAME = ALU
export VERILOG_FILES = /design/flow/design.v
export SDC_FILE = /design/flow/constraint.sdc
export NUM_CORES = 4
export LEC_CHECK = 1
export CORE_UTILIZATION = 40
```

## /design/flow/run.sh

```bash
#!/bin/bash
# OpenROAD 26Q1-2900-gdf79404cd8, Yosys 0.63+post, stock flow scripts
make -C /OpenROAD-flow-scripts/flow DESIGN_CONFIG=/design/flow/config.mk WORK_HOME=/design/flow/orfs finish
```

==> flow_metrics.env <==
# flow metrics
export IMPL_status="completed"
export IMPL_p_switching_mw=0.0726
export IMPL_worst_hold_slack_ps=22030
export IMPL_p_total_mw=0.139
export IMPL_warning_count=34
export IMPL_synth_seq_share_pct=0
export IMPL_pwr_density_cell_nw_per_um2=15.0
export IMPL_top_cell="nand2_1"
export IMPL_io_buffers=197
export IMPL_p_leak_nw=3.50
export IMPL_cts_setup_buffers=0
export IMPL_hold_viol_final=0
export IMPL_yosys_cells=1117
export IMPL_top_area_cell="ha_1"
export IMPL_placed_area_um2=9300
export IMPL_fp_utilization_pct=41.3
export IMPL_power_frac_seq_pct=0
export IMPL_antenna_found_initial=0
export IMPL_gp_congestion=1.05
export IMPL_syn_area_um2=7220
export IMPL_finish_utilization_pct=53.2
export IMPL_n_clock_buffer=0
export IMPL_irDropWorstVdd_uv=9.28
export IMPL_maxCapViolCount=0
export IMPL_hold_class="in2out"
export IMPL_ios=197
export IMPL_min_period_over_period_pct=53.7
export IMPL_min_from="ALUControlInput[0]"
export IMPL_dpl_worst_slack_ps=24320
export IMPL_grt_max_degree=51
export IMPL_fmax_mhz=35.5
export IMPL_seqCellArea_um2=0
export IMPL_drt_wirelength_per_cell_um=20.3
export IMPL_slew_viol_final=0
export IMPL_post_cts_resized=0
export IMPL_diodes=0
export IMPL_nFlopsAndLatches=0
export IMPL_drive_above_1_share_pct=3.19
export IMPL_p_comb_share_pct=100.0
export IMPL_die_y_um=136
export IMPL_fin_tns_setup_ps=0
export IMPL_cp_end_kind="output port"
export IMPL_die_area_um2=18600
export IMPL_cp_data_required_time_ps=41920
export IMPL_syn_area_per_cell_um2=6.47
export IMPL_synth_top_cells_by_count="nand2_1 (128), a21oi_1 (115), o21ai_0 (104)"
export IMPL_switching_share_pct=52.2
export IMPL_worstPathArrival_ps=17660
export IMPL_ys_warn_count=1
export IMPL_tightest_slew_ps=1230
export IMPL_grt_overflow=0
export IMPL_cp_startpoint="Input2[21]"
export IMPL_place_inst=1480
export IMPL_die_x_um=136
export IMPL_topCellsByArea="ha_1 (11%), a21oi_1 (8.0%), xor2_1 (7.3%)"
export IMPL_clkPwrFrac_pct=0
export IMPL_rsz0062_at_grt="no"
export IMPL_vias=9060
export IMPL_worstSetupPathType="in2out"
export IMPL_rows=48
export IMPL_routed_wl_um=30000
export IMPL_netlist_instances=1117
export IMPL_core_area_um2=17500
export IMPL_internal_power_mw=0.0665
export IMPL_worst_slack_ps=24260
export IMPL_maxSlewHeadroom_pct=17.1
export IMPL_fin_crit_ps=28140
export IMPL_drt_iter0_markers=584
export IMPL_grt_pass1_wl_um=45900
export IMPL_via_per_inst=6.12
export IMPL_synthDistinctLibCells=75
export IMPL_startpoint_type="input port"
export IMPL_syn_to_final_growth_pct=28.7
export IMPL_fin_cells=1480
export IMPL_yosysChipArea_um2=7220
export IMPL_antenna_left=0
export IMPL_dp_hpwl_um=25200
export IMPL_track_usage_pct=32.2
export IMPL_setup_viol=0
export IMPL_critPathMaxFanout=6
export IMPL_grt_pass1_vias=8449
export IMPL_design_area_um2=9300
export IMPL_drt_pass1_iter_count=5
export IMPL_drc=0
export IMPL_ctsHoldBuffers=0
export IMPL_synth_top_area_share_pct=11.4
-- worst max-delay path, stage by stage --
cell and delay [ps]:
clkdlybuf4s50_1 600, nor3_1 310, nand2b_1 160, nor4_1 480
nand3_2 330, nor3_1 560, nand2_1 140, or4_1 510
nor4_1 420, nor2_1 100, xnor2_1 140, ha_1 380
nand4_1 140, or2_2 340, a2111oi_2 340, a211o_1 220
nand3_1 100, and3b_1 190, xor2_1 120, o21ai_1 80
or4b_1 530, nor3_1 280, and4b_1 240, clkdlybuf4s50_1 450
-- power groups by stage --
stage | Combinational (mW) | Clock (mW) | Sequential, mW
CTS | 0.138 | 0 | 0
global route | 0.151 | 0 | 0
finish | 0.139 | 0 | 0
-- cells by family after synthesis --
group	after synthesis	share of synthesized area, %
buffers and inverters	91	4.87
multiplexers	4	0.554
adder cells (fa/ha/maj)	119	18.9
AND/OR/NAND/NOR	397	27.8
XOR/XNOR	109	13.3
AND-OR/OR-AND	397	34.6
-- cell type report --
| type | count | area (um2) |
|---|---|---|
| multi-input cells | 1026 | 6900 |
| fillers | 1776 | 8180 |
| inverters | 24 | 90.1 |
| well taps | 225 | 282 |
| repair buffers | 205 | 2030 |
-- layer usage --
layer	GRT usage, %	part of all wire, %	wire length [um]	vias up
met5	0	0	0	-
met3	3.65	6.8	2040	53
li1	-	-	-	4474
met1	44.2	45	13500	4180
met4	8.33	3.0	912	0
met2	53.1	45	13600	353
-- cell usage in the layout (no fill, tap or decap), types with 6 or more instances in the layout --
master / synthesis / final
a211o_1: 12 / 12
a211oi_1: 16 / 16
a21o_1: 28 / 28
a21oi_1: 115 / 115
a31oi_1: 16 / 16
and2_1: 7 / 7
and3_1: 8 / 8
and4_1: 6 / 6
buf_4: 0 / 8
clkdlybuf4s50_1: 0 / 196
ha_1: 66 / 66
inv_1: 24 / 24
maj3_1: 52 / 52
nand2_1: 128 / 128
nand2b_1: 9 / 9
nand3_1: 17 / 17
nand4_1: 28 / 28
nor2_1: 86 / 86
nor3_1: 37 / 36
nor4_1: 11 / 11
o21a_1: 12 / 12
o21ai_0: 104 / 104
o21bai_1: 12 / 12
o31ai_1: 24 / 24
or3_1: 21 / 20
xnor2_1: 48 / 48
xor2_1: 60 / 60
-- final timing paths --
check / endpoint / cells after the start
worst max-delay path: zero / 24
worst min-delay path: ALUResult[21] / 5
No activity file was given, so power comes from the tool's default toggle rates.
